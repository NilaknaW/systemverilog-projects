==> design/flow/config.mk <==
export PLATFORM = sky130hd
export DESIGN_NAME = four_bit_signed_multiplier
export DESIGN_NICKNAME = four_bit_signed_multiplier
export VERILOG_FILES = /design/flow/design.v
export SDC_FILE = /design/flow/constraint.sdc
export NUM_CORES = 4
export LEC_CHECK = 1
export CORE_AREA = 10 10 75 75
export DIE_AREA = 0 0 85 85
export SYNTH_HDL_FRONTEND = slang
==> design/flow/constraint.sdc <==
current_design four_bit_signed_multiplier

set clk_period 7.9
set clk_io_pct 0.2

create_clock -name clk0 -period $clk_period

set non_clock_inputs [all_inputs -no_clocks]
set_input_delay [expr $clk_period * $clk_io_pct] -clock clk0 $non_clock_inputs
set_output_delay [expr $clk_period * $clk_io_pct] -clock clk0 [all_outputs]
==> design/flow/design.v <==
module eight_bit_adder (
	input logic unsigned [7:0] A, B,
	input logic Ci,
	output logic unsigned [7:0] Sum,
	output logic Cout
);
logic C[8:0];								 
assign C[0] = Ci;							 
assign Cout = C[8];						 
genvar i;
generate
for (i=0; i<8; i=i+1) begin: add
	one_bit_adder fa(.A(A[i]), .B(B[i]), .Ci(C[i]), .Sum(Sum[i]), .Cout(C[i+1]));
	end 
endgenerate
endmodule
module four_bit_signed_multiplier (
	input logic signed [3:0]A,B,
	output logic signed [7:0]product
);
logic [7:0] Mul [3:0]; 						 
logic [7:0] Sum [3:0];						 
logic C[3:0];									 
logic a;
assign Mul[0] = (B[0]==1)? {{4{A[3] ^ B[3]}},A}     : 8'b0;
assign Mul[1] = (B[1]==1)? {{3{A[3] ^ B[3]}},A,1'b0}: 8'b0;
assign Mul[2] = (B[2]==1)? {{2{A[3] ^ B[3]}},A,2'b0}: 8'b0;
assign Mul[3] = (B[3]==1)? {{1{A[3] ^ B[3]}},A,3'b0}: 8'b0;
assign Sum[0] = Mul[0];						 
assign C[0] = 1'b0;								 
genvar i;
generate
for (i=0; i<3; i=i+1) begin: add 
	eight_bit_adder eightadder(
		.A   (Sum[i]  ),
		.B   (Mul[i+1]),
		.Ci  (C[i]    ),
		.Sum (Sum[i+1]),
		.Cout(C[i+1]  )
	);
	end
endgenerate
assign product = Sum[3];					 
endmodule
module one_bit_adder(
	input logic A, B, Ci,
	output logic Sum, Cout
);
wire [2:0]w;
assign w[0] = A ^ B;
assign w[1] = w[0] & Ci;
assign w[2] = A & B;
always_comb 
	begin
	Sum = w[0] ^ Ci ;
	Cout = w[1] | w[2];
	end
endmodule 
==> design/flow/run.sh <==
#!/bin/bash
# OpenROAD 26Q1-2900-gdf79404cd8, Yosys 0.63+post, stock flow scripts
make -C /OpenROAD-flow-scripts/flow DESIGN_CONFIG=/design/flow/config.mk WORK_HOME=/design/flow/orfs finish
==> run notes <==
Purpose: to document the outcome of synthesis and place and route.

Setup path
The critical path endpoint has a required time of 6320 ps. STA classifies the critical path startpoint as an input port. The type of the worst setup path is input port to primary output. The most frequent cell on the critical path is fa_2.

Along the worst path, the maximum fanout reaches 2. The worst-path cell with the longest stage delay is fa_2. According to the timing report, the arrival time at the worst endpoint equals 7640 ps. The worst setup path is captured at a primary output. The delay contributed by the slowest stage of the critical path is 430 ps.

Finish
The final-layout clock buffer total is 0. The area taken by flip-flops and latches is 0 µm². In the final layout, the fill cell count is 413. The area growth from synthesis to layout is 54.32%. The combinational cell area excluding buffers and inverters is between 700 and 800 µm². The fraction of layout instances using a drive strength above 1 is 64.13%.

Sequential cells placed in the final layout were counted as 0. The utilization of the core after routing is 26.98%. The final report lists a non-filler cell total of 142.

Synthesis
The synthesized chip area reported by yosys is 709.4 µm². The count of different cell masters after synthesis is 9. The post-synthesis cell type with the largest combined area is fa_1.

The post-synthesis area per instance is 10.13 µm². The post-synthesis sequential area ratio is 0%. The number of cells in Yosys stat is 70.

Before any placement, the netlist area is recorded as 709.4 µm². By count the netlist is led by fa_1, inv_1, and2_1. The number of standard cells after synthesis is 70. Yosys attributes the largest share of cell area to fa_1, ha_1, and2_1.

The most frequently used library cell after synthesis is fa_1. Per the synthesis report, the single largest cell type by area occupies 50.79% of cell area. The number of warnings reported in the yosys synthesis log is 0.

Placed design
Per the post-place timing report, worst setup slack is -2058 ps. The cell count after placement is 136. The final weighted congestion of routability-driven global placement is approximately 0.77.

The HPWL after detailed placement is about 1.1 mm. During placement, the flow inserted port buffers numbering 16.

Final timing
The hold violation total from the final report is 0. The number of pins with negative max-slew slack in the final report is 0. Setup repair after global routing could not meet its margin everywhere. Looking at the max-slew report, the worst-margin pin has a slew of between 300 and 400 ps.

The accumulated negative setup slack is -5879 ps. Based on the critical path, the design can be clocked at up to approximately 110 MHz. The worst max-slew margin expressed relative to the limit is 79.23%. The end-of-flow timing check tallies setup violations at 8. The post-route worst setup slack is -1320 ps. The final critical delay including setup and external delays is around 9200 ps. The portion of the clock cycle consumed by the worst path in the final layout is 116.7%.

Run status
The run finished, with violations left. The final reports fail on setup timing.

Global route
Recorded from the global router log, the overflow total was 0. The first global-routing pass estimated 2.187 mm of wire. Entering global routing, the biggest net connects 6 pins. In the global route stage, overall resource usage came out at 3.458%. The initial antenna violation count came to 0. The via count of the first global-routing pass is about 490.

Power and ir drop
The analysis attributes to cell leakage a power of 0.4878 nW. The overall power is 0.0001035 W. The worst VDD IR drop from the latest analysis is 0.03195 mV. The power density over the cells is 94.51 mW/mm².

Floorplan
During I/O placement, the number of pins put on the boundary was 16. The row count is 23. The core region is 0.004058 mm². The full die area is 0.007225 mm². The width of the die is ~85 µm.

The die boundary height is ~85 µm. Before placement the cells fill 17.48% of the core.

Detailed routing
Summed over all layers, the routed wires come to 1.199 mm. The routed layout reports a DRC error count of 0. The tally of nets with antenna violations remaining after routing is 0. The routed design shows a wire length per standard cell of around 8.4 µm. Using the TritonRoute via totals, the vias-per-cell ratio works out to 3.190. The count of TritonRoute iterations in the first routing pass is 2. Detailed-route iteration 0 reported a violation count of 6. The number of antenna cells inserted is 0. The routed via count is between 400 and 500.

Hold path
The worst hold path belongs to the class input port to primary output.

Flow run
Across the run, the number of max-cap violations was 0. The number of warnings the tools reported is around 40.

CTS
The hold buffer count at CTS is 0.
## what timing repair did
action | 4_1_cts | 5_1_grt
pin swaps | 25 | 24
buffers inserted | 2 | 4
setup endpoints to repair | 8 | 8
resized | 54 | 5
## path summary, 6_finish.rpt
check / cells past startpoint / slack (ps) / endpoint / from
min: 6 / 3790 / product[4] / A[1]
max: 29 / -1320 / product[6] / B[0]
## report_power, final
group / switching (W) / total [W] / internal [W]
Sequential: 0 / 0 / 0
Combinational: 0.0000413 / 0.000103 / 0.0000622
Clock: 0 / 0 / 0
Total: 0.0000413 / 0.000103 / 0.0000622
## per-layer routing
metal	routed length [µm]	track usage, %	up-vias
met5	0	0	-
met4	0	0	0
met3	74	0.7707	0
met2	596	5.858	8
met1	528	4.686	212
li1	-	-	233
## per-stage QoR
step | cell area (µm²) | hold WS, ps
finish | 1095 | 3785
global route | 1095 | 3825
CTS | 1055 | 3776
detailed placement | 1042 | 4375
global placement | 1042 | 4376
floorplan | 823.3 | 3551
## worst max-delay path, delay by kind of cell
kind,cells,cell delay [ps]
buffers and inverters,6,370
adders and majority gates,22,5530
and+or+nand+nor,1,150
## cell families after synthesis
| group | synth area share (%) |
|---|---|
| adders and majority gates | 64.90 |
| xor gates and xnor gates | 3.174 |
| and+or+nand+nor | 14.46 |
| buffers and inverters | 17.46 |
## area by class of cell
type | instances | area share (%)
tap | 50 | 5.714
multi-input combinational | 45 | 65.37
timing repair buffer | 30 | 23.09
inverter | 17 | 5.829
## cells in the final DEF (no fill, tap or decap)
master	count
dlygate4sd2_1	1
xnor3_1	1
and2_4	3
nand2_1	4
nor2b_1	1
nand2b_4	1
buf_4	14
fa_2	16
inv_1	11
buf_2	5
and2_1	8
clkdlybuf4s50_1	2
ha_4	6
buf_6	6
inv_2	6
clkdlybuf4s15_2	1
fa_1	2
ha_1	2
buf_8	1
nand2b_1	1
No activity file was given, so power comes from the tool's default toggle rates.
