==> design.v <==
module eight_bit_adder (
	input logic unsigned [7:0] A, B,
	input logic Ci,
	output logic unsigned [7:0] Sum,
	output logic Cout
);
logic C[8:0];								 
assign C[0] = Ci;							 
assign Cout = C[8];						 
genvar i;
generate
for (i=0; i<8; i=i+1) begin: add
	one_bit_adder fa(.A(A[i]), .B(B[i]), .Ci(C[i]), .Sum(Sum[i]), .Cout(C[i+1]));
	end 
endgenerate
endmodule
module four_bit_unsigned_multiplier (
	input logic unsigned [3:0]A,B,
	output logic unsigned [7:0]product
);
logic [7:0] Mul [3:0]; 						 
logic [7:0] Sum [3:0];						 
logic C[3:0];									 
logic [15:0]m;									 
assign Sum[0] = Mul[0];						 
assign C[0] = 0;								 
assign product = Sum[3];					 
genvar j;
generate
for (j=0;j<4; j=j+1) begin : gen_muls
	assign m[4*j+0] = A[0] & B[j];
	assign m[4*j+1] = A[1] & B[j];
	assign m[4*j+2] = A[2] & B[j];
	assign m[4*j+3] = A[3] & B[j];
	end
endgenerate
assign Mul[0] = {1'b0	, 1'b0    , 1'b0   , 1'b0  , m[3:0]};
assign Mul[1] = {1'b0	, 1'b0	 , 1'b0   , m[7:4], 1'b0  };
assign Mul[2] = {1'b0	, 1'b0	 , m[11:8], 1'b0	, 1'b0  };
assign Mul[3] = {1'b0	, m[15:12], 1'b0   , 1'b0  , 1'b0  };
genvar i;
generate
for (i=0; i<3; i=i+1) begin: add 
	eight_bit_adder eightadder(
		.A   (Sum[i]  ),
		.B   (Mul[i+1]),
		.Ci  (C[i]    ),
		.Sum (Sum[i+1]),
		.Cout(C[i+1]  )
	);
	end
endgenerate
endmodule
module one_bit_adder(
	input logic A, B, Ci,
	output logic Sum, Cout
);
wire [2:0]w;
assign w[0] = A ^ B;
assign w[1] = w[0] & Ci;
assign w[2] = A & B;
always_comb 
	begin
	Sum = w[0] ^ Ci ;
	Cout = w[1] | w[2];
	end
endmodule 
module seven_segment_decoder(
	input logic [3:0]num,
	output logic [6:0]seg  
);
   always_comb begin
	   case(num)
		4'd0: seg = 7'b0111111;
		4'd1: seg = 7'b0000110;
		4'd2: seg = 7'b1011011;
		4'd3: seg = 7'b1001111;
		4'd4: seg = 7'b1100110;
		4'd5: seg = 7'b1101101;
		4'd6: seg = 7'b1111101;
		4'd7: seg = 7'b0000111;
		4'd8: seg = 7'b1111111;
		4'd9: seg = 7'b1101111;
		default: seg = 7'b1000000;
	   endcase
   end
endmodule
module top_module (
	input logic unsigned [3:0]A, B,  
	output logic[6:0]D0, D1		 
);
logic unsigned [7:0]product;
logic [3:0]num0, num1;
four_bit_unsigned_multiplier AB_mul (.A(A), .B(B), .product(product));  
always_comb begin
	num1 = (product%100)/10; 	 
	num0 = product%10;			 
end
seven_segment_decoder Disp1 (.num(num1), .seg(D1));  
seven_segment_decoder Disp0 (.num(num0), .seg(D0));  
endmodule
==> run.sh <==
#!/bin/bash
# OpenROAD 26Q1-2900-gdf79404cd8, Yosys 0.63+post, stock flow scripts
make -C /OpenROAD-flow-scripts/flow DESIGN_CONFIG=/design/flow/config.mk WORK_HOME=/design/flow/orfs finish
==> config.mk <==
export PLATFORM = sky130hd
export DESIGN_NAME = top_module
export DESIGN_NICKNAME = top_module
export VERILOG_FILES = /design/flow/design.v
export SDC_FILE = /design/flow/constraint.sdc
export NUM_CORES = 4
export LEC_CHECK = 1
export CORE_AREA = 10 10 92 92
export DIE_AREA = 0 0 102 102
export SYNTH_HDL_FRONTEND = slang
==> constraint.sdc <==
current_design top_module

set clk_period 12.1
set clk_io_pct 0.2

create_clock -name clk0 -period $clk_period

set non_clock_inputs [all_inputs -no_clocks]
set_input_delay [expr $clk_period * $clk_io_pct] -clock clk0 $non_clock_inputs
set_output_delay [expr $clk_period * $clk_io_pct] -clock clk0 [all_outputs]
==> qor.txt <==
Total track usage = 17.78%
CP Data Required Time = 9.68 ns
Commonest cells post-synth = nand2_1, inv_1, ha_1, nor2_1, a21oi_1
Failing checks = setup timing
DR pass1 iterations = 5
Synth Warn # = 0
Area of the mapped netlist = 2969 um2
Tcrit/Tclk final = 102.1%
Area grow syn2layout = 75.09%
Post-synth seq share = 0%
Area contributors post-synth = ha_1, fa_1, nand2_1
Number of cells in Yosys stat = 409
Via count = 3,835
Final Max Tran Viols = 0
Drc violations = 0
Slew @ Worst Pin = 0.6092 ns
Die X = 102 um
Final Instance Area = 5199 um2
Die Size = 10,400 um2
Worst Setup Start Kind = input pin
Post-layout minimum cycle time = 12.36 ns
Yosys top cell by area = ha_1
HPWL after DPL = 6.919 mm
Wire per inst = 15.49 um
CP max-delay cell = fa_1
Final RePlAce weighted congestion = 0.9394
Cells after DPL = 608
Logic area = 3502 um2
Worst hold path class = in2out
Core area = 6459 um2
Clkbuf count = 0
Syn Inst Count = 409
IO Pins = 22
Yosys cell types = 90
RSZ-0062 raised after global routing = true
Vias per cell = 5.918
Total power = 1561 uW
Crit Path Max Fanout = 5
Final setup TNS = -1.706 ns
Tool warnings = 44
ANT cells = 0
Status = finished, violations left
Max cap viols = 0
WL final = 10.04 mm
First-pass GRT wire length = 16.13 mm
Power density over the cells = 300.2 nW/um2
Final setup violating endpoints = 9
CP endpoint kind = output port
Synth top cell by count = nand2_1
Share of layout cells above drive strength 1 = 57.44%
Yosys chip area = 2969 um2
Reg area = 0 um2
Die height = 102 um
Overflow after GRT = 0
Detail Route Antenna Nets = 0
Crit path DAT = 9.94 ns
WP buf/inv = 10
Fmax = 0.08092 GHz
Vias in the first global route = 3,544
Final setup margin = -0.2581 ns
Filler instances = 380
Final Hold Viols = 0
Avg Inst Size Synth = 7.259 um2
Worst slack, placed = -0.9727 ns
Slew margin rel. = 59.39%
Cell Count, Final, Fillers Out = 648
Hold-fix buffers, CTS = 0
Fp_density = 45.97%
Row cnt = 29
Worst VDD drop = 0.4447 mV
Leak = 0.002158 uW
Critical path type = in2out
Initial antenna violation count = 0
Dpl cell area = 4155 um2
Critical path's top delay family = adder cells
CP max stage delay = 0.48 ns
Synth top area share = 9.692%
Pin count of the biggest net entering global routing = 18
Number of DRC markers in iteration 0 = 249
Port bufs = 22
Flop count = 0
-- repair_timing --
action	in CTS	in global routing
gates cloned	0	1
pin swaps	75	46
setup endpoints to repair	14	14
resized	164	53
hold endpoints to repair	0	0
setup buffers	26	15
-- placed cells by master (no fill, tap or decap), types with 4 or more instances in the layout --
cell type,Yosys,final
nor2_2,2,6
nand3_1,13,9
mux2i_1,6,5
a21oi_1,19,13
mux2_4,2,4
o21ai_1,5,7
or3_1,8,4
nor3_2,1,4
nand2_1,42,33
o21ai_0,17,11
a21o_1,7,7
buf_6,6,23
inv_1,28,19
or3_4,0,4
a211o_1,5,5
clkdlybuf4s50_1,0,5
and2_4,1,7
nor2_1,23,17
nand4_1,8,8
o31ai_4,0,4
a21oi_2,2,5
buf_2,6,9
o211ai_1,9,9
ha_1,23,10
and3_1,7,4
buf_4,4,144
a211oi_1,5,4
o21ai_2,1,4
and2_1,16,10
nand3_2,1,4
fa_2,0,6
nand2_2,0,8
inv_2,0,9
xnor2_1,9,7
ha_4,0,11
-- path summary, 6_finish.rpt --
kind | end | cells past startpoint | slack, ns | from
worst max-delay path | D1[0] | 39 | -0.26 | B[0]
worst min-delay path | D0[6] | 5 | 5.53 | B[1]
-- through the flow --
stage	hold WS [ns]	util [%]
4_1_cts	5.687	74.84
2_1_floorplan	5.304	-
5_1_grt	5.563	80.49
3_5_place_dp	6.405	64.34
3_3_place_gp	6.397	64.34
6_report	5.532	80.49
-- power by group --
part	total [uW]	internal, uW	switching, uW
Clock	0	0	0
Combinational	1560	852	708
Sequential	0	0	0
-- kinds of logic after synthesis --
logic type                 count (synthesis)  share of synthesized area, %
and+or+nand+nor                          158                         30.22
AOI/OAI and AO/OA                        146                         38.77
buffers and inverters                     54                         9.102
adders and majority gates                 32                         15.47
muxes                                     10                         3.793
xor gates and xnor gates                   9                         2.655
-- per-layer routing --
metal  track usage, %  up-vias  part of all wire, %
li1                 -     1901                    -
met1            26.32     1824                   50
met2            29.53      105                   47
met3           0.3408        5                  3.8
met4            1.193        0                0.070
met5                0        -                    0
-- final cells by class --
| cell class | instances | area share [%] |
|---|---|---|
| tap | 77 | 1.853 |
| timing repair buffer | 187 | 28.69 |
| multi-input combinational | 355 | 67.36 |
| inverter | 29 | 2.094 |
-- tightest hold or removal path, delay by kind of cell --
kind | cells | cell delay, ns
AOI/OAI and AO/OA | 1 | 0.12
adders and majority gates | 1 | 0.26
buffers and inverters | 2 | 0.17
and+or+nand+nor | 1 | 0.14
No activity file was given, so power comes from the tool's default toggle rates.
