==> flow/design.v <==
module seven_segment_decoder(
	input logic [3:0]num,
	output logic [6:0]seg  
);
   always_comb begin
	   case(num)
		4'd0: seg = 7'b0111111;
		4'd1: seg = 7'b0000110;
		4'd2: seg = 7'b1011011;
		4'd3: seg = 7'b1001111;
		4'd4: seg = 7'b1100110;
		4'd5: seg = 7'b1101101;
		4'd6: seg = 7'b1111101;
		4'd7: seg = 7'b0000111;
		4'd8: seg = 7'b1111111;
		4'd9: seg = 7'b1101111;
		default: seg = 7'b1000000;
	   endcase
   end
endmodule
`timescale 1ns / 1ps
module stopwatch(
    input logic stop, start, clear, incr, clk, rstn,
    output logic [3:0] AN, [6:0] Disp [3:0]
    );
logic [16:0]ticks;  
logic millis;  
logic ms_tick;  
logic [13:0]tot_count;  
logic [3:0] digit[3:0];  
typedef enum logic [1:0] {Idle=2'b00, Reset=2'b01, Run=2'b10} state_t; 	 
state_t next_state, state;	 
always_comb begin
    unique case (state)
    Idle: begin
        if (clear) next_state = Reset;
        else if (start) next_state = Run;
        else next_state = Idle;
    end
    Reset:begin
        if (start) next_state = Run;
        else next_state = Reset;
    end
    Run:begin
        if (clear) next_state = Reset;
        else if (stop) next_state = Idle;
        else next_state = Run;
    end
    default: next_state = Reset;
    endcase
end 
always_ff @(posedge clk or negedge rstn) begin
    if (!rstn) state <= Reset;
    else state <= next_state;
end
always_ff @(posedge clk or negedge rstn) begin
    if (!rstn) begin
        ticks <= 0;
        ms_tick <= 0;
        millis <= 0;
    end
    else begin 
        if (ticks == 99999) begin  
            ms_tick <= 1;  
            ticks <= 0;  
        end
        else begin
            ms_tick <= 0;  
            ticks <= ticks + 1;  
        end
    end
end
always_ff @(posedge clk or negedge rstn) begin
    if (!rstn) begin
        tot_count <= 0;
    end
    else begin
        unique case (state)
            Idle: tot_count <= tot_count;
            Reset: tot_count <= 0;
            Run: begin
                if (incr || ms_tick) begin  
                    if (tot_count == 9999) tot_count <= 0;
                    else tot_count <= tot_count +1;
                end
            end
        endcase
    end
end
assign digit[0] = tot_count % 10;
assign digit[1] = (tot_count / 10) % 10;
assign digit[2] = (tot_count / 100) % 10;
assign digit[3] = (tot_count / 1000) % 10;
always_comb begin
    if (digit[3]!=0) AN = 4'b0000;
    else if (digit[2]!=0) AN = 4'b1000;
    else if (digit[1]!=0) AN = 4'b1100;
    else AN = 4'b1110;
end
seven_segment_decoder seg_dec0(.num(digit[0]), .seg(Disp[0])); 
seven_segment_decoder seg_dec1(.num(digit[1]), .seg(Disp[1])); 
seven_segment_decoder seg_dec2(.num(digit[2]), .seg(Disp[2])); 
seven_segment_decoder seg_dec3(.num(digit[3]), .seg(Disp[3]));
endmodule
==> flow/run.sh <==
#!/bin/bash
# OpenROAD 26Q1-2900-gdf79404cd8, Yosys 0.63+post, stock flow scripts
make -C /OpenROAD-flow-scripts/flow DESIGN_CONFIG=/design/flow/config.mk WORK_HOME=/design/flow/orfs finish
==> flow/config.mk <==
export PLATFORM = sky130hd
export DESIGN_NAME = stopwatch
export DESIGN_NICKNAME = stopwatch
export VERILOG_FILES = /design/flow/design.v
export SDC_FILE = /design/flow/constraint.sdc
export NUM_CORES = 4
export LEC_CHECK = 1
export CORE_UTILIZATION = 30
export SYNTH_HDL_FRONTEND = slang
==> flow/constraint.sdc <==
current_design stopwatch

set clk_period 11.3
set clk_io_pct 0.2

create_clock -name clk0 -period $clk_period [get_ports {clk}]

set non_clock_inputs [all_inputs -no_clocks]
set_input_delay [expr $clk_period * $clk_io_pct] -clock clk0 $non_clock_inputs
set_output_delay [expr $clk_period * $clk_io_pct] -clock clk0 [all_outputs]
==> results.txt <==
flow finished, numbers: Layout Cells excl Fill 1862, EDFF count, synth 0, data required time at the worst endpoint 9.04 ns, ys flop type dfrtp_1, area share of fa/ha/maj cells after synthesis 0.0774, clock buffers created by TritonCTS 5, flip-flop and latch count after synthesis 35, worst setup timing slack at the placement stage -0.229 ns, CP Class reg -> out, type of origin of the critical path flop, final hold violation count 0, simple-gate portion of the synthesized area 0.297, mean instance size in the synthesized netlist 6.77 um^2, Max IR drop VDD 52.8 uV, Mux area share 0.0356, pin count of the biggest net entering global routing 38, proportion of register bits with asynchronous set or reset after synthesis 1.00, Worst Max-Slew Pin Slew 0.858 ns, register-to-register setup slack 8.66 ns, routability-driven placement congestion ratio 0.973, Setup Skew 0.00159 ns, static leakage power 4.86 nW, vias after detailed routing 10400, source-to-sink clock delay at the later pin of the worst-skew pair 0.28 ns, parity-gate share of the synthesized area counting xor and xnor cells 0.0931, post-route setup slack 0.256 ns, share of the synthesized area in the top cell type 0.0939, type of element capturing the critical path output pin, highest cell delay on the worst timing path 0.57 ns, ratio of cells with drive above 1 in the final layout 0.261, P per Cell Area 25.7 nW/um^2, number of max-slew violations in the final report 0, antenna diode count 0, Yosys Chip Area 9060 um^2, depth of the most critical reg-to-reg path 7, number of instances in the synthesized netlist 1337, final non-filler cell area 12100 um^2, antenna violations before repair 0, worst hold path stage count 1, Die ar. 30900 um^2, routed via count divided by cell count 5.60, maximum level of the CTS H-tree 2, global route overflow 0, run status complete, no violations, port buffer count 36, Core Util at FP 0.306, largest area contributor in the netlist dfrtp_1, number of max-cap violations 0, DRC errors left 0, worst hold endpoint ticks[0], startpoint of the most critical register-to-register path tot_count[4], dominant cells by area after synthesis dfrtp_1, nand2_1, xnor2_1, floorplan row count 63, Max-Slew Margin vs Limit 0.426, TritonCTS Sinks 35, peak fanout along the critical path 8, Distinct lib cells used 106, Crit-path slowest cell or4_4, WL final 27900 um, cycle use final 0.977, routed length per instance 15.0 um, unrepaired setup endpoints after global routing yes, Area Growth Syn to Fin 34.0%, placed cell area 10400 um^2, drt initial violations 796, GR Util All Layers 0.172, worst min-delay path category reg -> reg, Setup TNS 0 ns, x dimension of the die 176 um, clock slew at reported path FFs 0.06 ns, CP most frequent cell buf_6, First-pass DRT Iterations 5, Core Footprint 29600 um^2, Post-Synth AOI/OAI Area 0.337, buffers from clock root to sink, at most 2, count of boundary I/O pins 38, tally of yosys warning messages 0, Syn Std Cell Area 9060 um^2, setup violators final 0, clock root buffer master clkbuf_16, CTS tree yes, CP arrival 8.78 ns, tool warnings 49, Final Critical Period 11.04 ns, achievable frequency 0.0905 GHz, wire length of the first global-routing pass 44500 um, capture point of the worst reg-to-reg path tot_count[4], detailed-placement wirelength estimate 20600 um, main kind of combinational logic by area AND-OR/OR-AND gates, post-synthesis sequential area ratio 0.0968, number of instances in the placed design 1796, yosys cell count 1337, number of global-route vias before repair 9040, residual antenna-violating net count after detailed routing 0, height of the die 176 um, worst hold start ticks[0]
## per-layer routing
| layer | global-route usage | vias up | part of all wire |
|---|---|---|---|
| met1 | 0.266 | 4927 | 0.50 |
| met3 | 0.00861 | 31 | 0.038 |
| met2 | 0.272 | 221 | 0.45 |
| met4 | 0.0163 | 0 | 0.012 |
| met5 | 0 | - | 0 |
| li1 | - | 5249 | - |
## cell usage after synthesis (all sizes together), types with 5 or more instances
cell and number:
a22oi 12, and2 20, o211ai 18, buf 21
a31oi 28, a32oi 6, a21o 13, mux2i 27
nand3 45, o21ai 114, nor3 47, a211oi 29
and4 6, a211o 10, xor2 25, nor2 140
o22ai 14, clkbuf 65, nand4 21, dfrtp 34
a31o 5, or3 12, o21a 13, o31ai 20
ha 44, a21boi 7, o31a 5, nand2 151
a21oi 61, nor2b 11, xnor2 67, maj3 15
a2111oi 11, or2 16, o311ai 7, o2111ai 10
and3 13, a221oi 11, nor4 15, nor3b 5
nand2b 21, inv 48
## final cells by class
type                            instances  area, um^2
Timing Repair Buffer                  212        1810
Multi-Input combinational cell       1164        8600
Timing Repair inverter                  1        5.00
Inverter                               52         210
Fill cell                            2898       17500
Sequential cell                        35         878
Tap cell                              390         488
Clock inverter                          3        23.8
Clock buffer                            5         125
## placed cells by master, fill, tap and decap left out, types with 19 or more instances in the layout
| cell | n |
|---|---|
| buf_4 | 155 |
| nand2_1 | 146 |
| nor2_1 | 131 |
| o21ai_0 | 100 |
| a21oi_1 | 57 |
| xnor2_1 | 50 |
| inv_1 | 43 |
| nand3_1 | 41 |
| nor3_1 | 40 |
| ha_1 | 38 |
| dfrtp_1 | 33 |
| clkdlybuf4s50_1 | 28 |
| xor2_1 | 22 |
| nand4_1 | 21 |
| a31oi_1 | 21 |
| mux2i_1 | 21 |
| a211oi_1 | 19 |
## registers in the layout, indices dropped and copies added (netlist names)
name       flops
state          3
ticks         17
ms_tick        1
tot_count     14
## repair_timing
action / in CTS / in global routing
endpoints found under the setup margin: 21 / 23
resized: 32 / 180
pin swaps: 21 / 55
buffers inserted: 12 / 46
cloned: 0 / 1
hold buffers: 0 / 0
## worst max-delay path: cells and delay by family, from the launching register on
kind	cells	cell delay [ns]
XOR/XNOR	2	0.32
flip-flops	1	0.40
multiplexers	2	0.43
AND/OR/NAND/NOR	11	2.57
adder cells (fa/ha/maj)	2	0.48
AND-OR/OR-AND	12	2.80
buffers and inverters	8	1.49
## power breakdown
part / switching, mW / total, mW / internal (mW)
clock: 0.0580 / 0.140 / 0.0824
sequential: 0.00233 / 0.130 / 0.128
combinational: 0.0230 / 0.0414 / 0.0185
## how the worst max path moves through the flow
stage,start,end,cells past startpoint
after CTS,tot_count[11],Disp[7],39
after global routing,tot_count[12],Disp[13],41
final,tot_count[12],Disp[13],37
## kinds of logic after synthesis
group                    after synthesis
AND-OR/OR-AND                        438
XOR/XNOR                              92
adder cells (fa/ha/maj)               59
buffers and inverters                138
flip-flops                            35
multiplexers                          31
other                                  1
AND/OR/NAND/NOR                      543
## per-stage QoR
step | power (mW) | utilization | hold slack, ns
6_report | 0.312 | 0.409 | 0.476
5_1_grt | 0.326 | 0.409 | 0.488
4_1_cts | 0.313 | 0.366 | 0.481
3_5_place_dp | 0.173 | 0.353 | 0.472
3_3_place_gp | 0.173 | 0.353 | 0.468
2_1_floorplan | 0.153 | - | 0.446
Power is estimated from default activity; no workload was simulated.
